File: /design/flow/config.mk
export PLATFORM = sky130hd
export DESIGN_NAME = simple_pwm
export DESIGN_NICKNAME = simple_pwm
export VERILOG_FILES = /design/flow/design.v
export SDC_FILE = /design/flow/constraint.sdc
export NUM_CORES = 4
export LEC_CHECK = 1
export CORE_UTILIZATION = 50
File: /design/flow/constraint.sdc
current_design simple_pwm

set clk_period 5.1
set clk_io_pct 0.2

create_clock -name clk0 -period $clk_period [get_ports {i_clk}]

set non_clock_inputs [all_inputs -no_clocks]
set_input_delay [expr $clk_period * $clk_io_pct] -clock clk0 $non_clock_inputs
set_output_delay [expr $clk_period * $clk_io_pct] -clock clk0 [all_outputs]
File: /design/flow/design.v
module simple_pwm (i_clk, i_en, i_dc, i_ovf, o_pwm);
parameter DATA_WIDTH=32;
input           i_clk;
input           i_en;
input   [DATA_WIDTH-1:0]  i_dc;
input   [DATA_WIDTH-1:0]  i_ovf;
output          o_pwm;
reg     [DATA_WIDTH-1:0]  cnt_ff  = 0;
reg     [DATA_WIDTH-1:0]  dc_ff   = 0;
reg     [DATA_WIDTH-1:0]  ovf_ff  = 0;
reg             out_ff  = 1'b1;
reg             en_ff   = 1'b1;
always @(posedge i_clk) begin
    en_ff <= i_en;
    dc_ff <= i_dc;
	 ovf_ff <= i_ovf;
end
always @(posedge i_clk)
    if(en_ff) begin
        cnt_ff <= cnt_ff + 1'b1;
		  if(cnt_ff >= ovf_ff)
		      cnt_ff <= 32'd0;
	 end
always @(posedge i_clk)
    out_ff <= (cnt_ff < dc_ff);
assign o_pwm = out_ff;
endmodule
File: /design/flow/run.sh
#!/bin/bash
# OpenROAD 26Q1-2900-gdf79404cd8, Yosys 0.63+post, stock flow scripts
make -C /OpenROAD-flow-scripts/flow DESIGN_CONFIG=/design/flow/config.mk WORK_HOME=/design/flow/orfs finish
==> deck_impl_summary.md <==
Run Summary

Synth
  – Top-area cell type share of the netlist area: 0.290
  – Sequential fraction of the synthesis area: 0.501
  – Number of enable-type register cells in the synthesized netlist: 32
  – Synthesis warning total: 1
  – Chip area line of the yosys report: 4560 um^2
  – Number of cells in Yosys stat: about 430
  – Cell area after synthesis: 4560 um^2
  – Number of different library cells in the post-synthesis netlist: 35
  – Main area contributors: dfxtp_1, edfxtp_1, ha_1, inv_1, xor2_1
  – Area leader, netlist: dfxtp_1
  – Gate count of the mapped netlist: roughly 430
  – Number of flip-flops and latches in the synthesized netlist: between 90 and 100
  – Most numerous cell in the Yosys netlist: dfxtp_1
  – Top cell types by occurrence after synthesis: dfxtp_1, inv_1, ha_1, nor2_1, edfxtp_1
  – Async set or reset register ratio after synthesis: 0
  – Avg Cell Area, Syn: between 10 and 15 um^2
  – Top FF cell, synth: dfxtp_1

Global routing
  – Global Route met3 Usage: 0.0549
  – First-pass GRT wire length: 13500 um
  – Maximum number of pins on one net before global-route repair: 33
  – All-layer global routing usage: 0.184
  – Via count of the first global-routing pass: around 3000
  – GR Util met2: 0.302
  – Remaining global-route overflow: 0
  – Initial antenna violation count: 0
  – Most crowded layer after global routing: met2
  – Fraction of met1 tracks used by global routing: 0.266

Clocking
  – Clock input transition at the sequential cells of the worst setup and hold paths: about 100 ps
  – Number of hold buffers added after CTS: 0
  – Clock tree buffer depth: 2
  – Clk latency late pin: roughly 360 ps
  – Clock sink total: roughly 100
  – Root buffer cell: clkbuf_8
  – TritonCTS clock tree: done
  – Setup Fix Bufs, Post-CTS: 0
  – # H-tree levels: 3
  – Resize count post-CTS: 0
  – Number of clock buffers inserted by TritonCTS: 9

Pwr
  – Share of power burned in combinational logic: 0.156
  – Areal power density over the cells: 308 nW/um^2
  – Sequential cell fraction of total power: 0.543
  – Clock network power share: 0.301
  – Switch share: 0.265
  – Net load switching power: 453 uW
  – Leakage component of the power: around 0.0026 uW
  – Maximum VDD drop: between 0.00015 and 0.0002 V
  – Internal power: between 1000 and 1500 uW

Floorplan
  – I/O pin count: 67
  – Area of the core: about 8800 um^2
  – Row cnt: 34
  – Chip height: 97.5 um
  – Die X: about 97 um
  – Area of the chip: 9500 um^2
  – Initial core utilization: 0.520

Layout
  – Layout overhead on the synthesized area: 21.6%
  – Final standard cell count with taps included and fillers excluded: slightly above 600
  – Proportion of layout cells with a drive suffix above 1: 0.0488
  – Core utilization of the finished layout: 0.632

Routing
  – Total number of vias: 3090
  – Number of antenna cells inserted: 0
  – Drt initial violations: 99
  – Routed WL per cell: roughly 12 um
  – DRC violations left: 0
  – Detailed-router iteration count before antenna repair: 4
  – Number of nets still failing antenna checks after routing: 0
  – Number of vias per cell after detailed routing: ~5.0
  – Overall routed net length: 7720 um

Timing
  – Maximum frequency from static timing analysis: 368 MHz
  – Post-route minimum period: roughly 2700 ps
  – Final worst-path cycle share: 0.533
  – Post-route setup TNS: 0 ps
  – Number of failing setup endpoints in the final timing report: 0
  – Setup skew after layout: 7.31 ps
  – Unrepaired setup endpoints after global routing: false
  – Slew Limit Fails: 0
  – Worst slew margin relative to its limit: 0.643
  – Number of endpoints with negative hold slack in the final report: 0
  – Actual slew at the worst max-slew pin: approximately 540 ps

Setup path
  – Capturing element type of the critical path: flop
  – Slowest cell on crit path: edfxtp_1
  – Data required time of the critical path: roughly 5200 ps
  – Category of the worst setup path launch point: flop
  – Slowest Stage Delay on Critical Path: about 520 ps
  – Critical Path, Cell by Cell: ha_1 > nand4_1 > nor4_1 > nand2_1 > o211ai_1 > a41o_1 > buf_4 > nor2_1
  – Highest net fanout along the worst path: 18
  – Kind of critical path: flop to flop
  – Arrival @ worst endpoint: ~2800 ps

Hold path
  – Worst Hold Class: flop to flop

Run
  – Max-cap violation count: 0
  – Total tool warning count: 26

Outcome
  – Outcome: completed

Placed design
  – Half-perimeter wire length after detailed placement: between 5000 and 6000 um
  – Count of buffers from port buffering: ~66
  – Number of placed instances with taps included: 604
  – RePlAce Congestion: 0.835
cells by family (layout without fill, tap and decap cells):
kind of cell,count (synthesis),after routing,share of synthesized area
buf+inv,71,149,0.0612
fa+ha+maj,64,64,0.176
simple gates,116,116,0.128
compound gates,55,55,0.0766
xor+xnor,30,30,0.0577
flops,98,98,0.501
critical path: cells and delay by family, from the launching register on:
| family | cells | cell delay [ps] |
|---|---|---|
| fa+ha+maj | 1 | 350 |
| buf+inv | 1 | 340 |
| flops | 1 | 520 |
| simple gates | 4 | 690 |
| compound gates | 2 | 580 |
registers in the layout, indices dropped and copies added, names as in the netlist:
signal	count
en_ff	1
out_ff	1
dc_ff	32
cnt_ff	32
ovf_ff	32
metal layers:
layer / up-vias / part of all wire / routed length [um]
met2: 74 / 0.47 / 3590
met1: 1383 / 0.45 / 3500
met5: - / 0 / 0
met3: 6 / 0.071 / 545
li1: 1627 / - / -
met4: 0 / 0.010 / 81
power groups by stage:
stage | Sequential (uW) | Combinational [uW] | Clock [uW]
finish | 927 | 267 | 514
global route | 937 | 312 | 570
CTS | 928 | 271 | 537
path summary, 6_finish.rpt:
kind	start	endpoint	slack (ps)	cells past startpoint
worst max-delay path	cnt_ff[24]	cnt_ff[10]	2380	8
worst min-delay path	cnt_ff[0]	cnt_ff[0]	660	1
worst max register to register	cnt_ff[24]	cnt_ff[10]	2380	8
worst min register to register	cnt_ff[0]	cnt_ff[0]	660	1
final cells by class:
cell class / count / area (um^2)
clock inverters: 7 / 83.8
flip-flops and latches: 98 / 2280
inverters: 65 / 244
clock buffers: 9 / 124
well taps: 108 / 135
fillers: 716 / 3220
repair buffers: 68 / 676
multi-input cells: 265 / 2000
per-stage QoR:
stage	instance area [um^2]	setup WS (ps)	total power [uW]	hold WS, ps
2_1_floorplan	4560	3100	1100	614
3_3_place_gp	5330	2370	1210	652
3_5_place_dp	5330	2360	1210	651
4_1_cts	5540	2340	1740	668
5_1_grt	5540	2120	1820	703
6_report	5540	2380	1710	664
cell usage in the layout, fill, tap and decap left out, drive strengths merged:
master and n:
nand4 12, a21o 13, xor2 26, a41o 1, o311ai 1, clkbuf 9
o21ai 12, nor2b 2, nand2 23, a221oi 1, inv 69, edfxtp 32
nor4 1, xnor2 4, or2 2, nor2 41, nand3 15, bufinv 1
clkdlybuf4s50 66, and3 7, a211oi 5, a31oi 1, ha 64, buf 2
o21a 1, a21oi 18, clkinv 2, a2111oi 1, and4 8, o211ai 1
dfxtp 66, nand2b 1, nor3 4
Power figures rest on the tool's default switching activity, not on a simulated workload.
