===== ./run.sh =====
#!/bin/bash
# OpenROAD 26Q1-2900-gdf79404cd8, Yosys 0.63+post, stock flow scripts
make -C /OpenROAD-flow-scripts/flow DESIGN_CONFIG=/design/flow/config.mk WORK_HOME=/design/flow/orfs finish

===== ./config.mk =====
export PLATFORM = sky130hd
export DESIGN_NAME = mux_i5_x1
export DESIGN_NICKNAME = mux_i5_x1
export VERILOG_FILES = /design/flow/design.v
export SDC_FILE = /design/flow/constraint.sdc
export NUM_CORES = 4
export LEC_CHECK = 1
export CORE_AREA = 10 10 90 90
export DIE_AREA = 0 0 100 100

===== ./constraint.sdc =====
current_design mux_i5_x1

set clk_period 4.5
set clk_io_pct 0.2

create_clock -name clk0 -period $clk_period

set non_clock_inputs [all_inputs -no_clocks]
set_input_delay [expr $clk_period * $clk_io_pct] -clock clk0 $non_clock_inputs
set_output_delay [expr $clk_period * $clk_io_pct] -clock clk0 [all_outputs]

===== ./design.v =====
module mux_i5_x1(i_data0, i_data1, i_data2, i_data3, i_data4, i_control, o_data);
parameter DATA_WIDTH = 32;
input      [2:0]       i_control;
input      [DATA_WIDTH-1:0] i_data0, i_data1, i_data2, i_data3, i_data4; 
output reg [DATA_WIDTH-1:0] o_data;
always @* begin
    case (i_control)
        3'b000: o_data <= i_data0;
        3'b001: o_data <= i_data1;
        3'b010: o_data <= i_data2;
        3'b011: o_data <= i_data3;
        3'b100: o_data <= i_data4;
        default: o_data <= {DATA_WIDTH{1'bZ}};
    endcase
end
endmodule

==> flow_summary.toml <==
# implementation run metrics
[placed_design]
place_congestion = 0.901
port_buffers = 195
hpwl_mm = 8.30

[clock_tree]
postCtsHoldBufs = 0
ctsResizeCount = 0
post_cts_buffers = 0

[timing]
worst_hold_slack_ps = 2760
slew_headroom_pct = 50.7
worst_pin_slew_ps = 738
setup-tns-final_ps = 0
finalHoldViolCount = 0
slew_violations = 0
rsz0062_at_grt = "no"
min_period_ps = 3780
max_freq_mhz = 265
setup_viol = 0
finalClockPeriodUsage_pct = 84.0

[yosys]
ys_cells = 231
synth_warnings = 2
synth.distinct_cells = 15
synthTopCellsByCount = "64 x nand3b_1, 32 x a21oi_1, 32 x a221o_1, 32 x o22a_1, 30 x nand2b_1"
synthCells = 231
syn_avg_cell_area_sq_um = 7.33
netlist.area_leader.share_pct = 28.4
syn_area_sq_um = 1690
yosysTopAreaCell = "nand3b_1"
ys_area_sq_um = 1690
topCellsByArea = "nand3b_1 28%, a221o_1 19%, o22a_1 17%, nand2b_1 11%, a21oi_1 9.5%"
most_common_cell = "nand3b_1"
ys_seq_share_pct = 0

[worst_setup_path]
cp.arrival_ps = 2880
path_cells = "buf_2 > o21a_4 > nor2_2 > buf_4 > o22a_1 > clkdlybuf4s50_1"
cp-end-kind = "primary output"
path_class = "primary input to primary output"
crit_slowest_cell = "nor2_2"
cp.depth = 6
required_ps = 3600
max_stage_delay_ps = 580
critical_path.top_delay_family = "buffers and inverters"
crit_buf_inv = 3
start_kind = "primary input"
path_max_fanout = 17

[route]
dr.pass1.iters = 4
vias = 2519
drt_wl_total_mm = 10.4
routedWlPerCell_microns = 21.8
diodes = 0
drc_errors = 0
via_per_inst = 5.27
final_antenna_net_count = 0
drt_iter0_drc = 176

[global_route]
grt_pass1_vias = 2517
grt_use_total_pct = 19.1
grt_max_degree = 65
antenna_found_initial = 0
grt_first_pass_wirelength_mm = 15.3
grt_overflow = 0

[floorplan]
io_pins = 195
design.core.area_sq_um = 6280
initCoreUtil_pct = 27.0
chipArea_sq_um = 10000
fp.dieW_microns = 100
rows = 29
die_h_microns = 100

[pwr]
p_clk_share_pct = 0
p_per_area_nw_per_um2 = 101
p_int_uw = 251
p_sw_uw = 111
p_comb_share_pct = 100.0
vdd_drop_max_mv = 0.0864
power.leakage_uw = 0.00124
power_frac_seq_pct = 0
switching_share_pct = 30.7

[final_layout]
area_growth_syn_to_layout_pct = 112
seq_cells = 0
nClkBuffers = 0
flop_area_sq_um = 0
drive_gt1_share_pct = 3.74

[run]
warning_count = 33
max-cap-violations = 0

[run_status]
status = "finished, final reports clean"

[min_path]
hp-class = "primary input to primary output"
hold_depth = 3
[per-stage QoR]
stage                     cell area [sq um]  util [%]  total power [uW]  instances  worst slack, ps
after floorplan                        1690         -               132        231             1860
after global placement                 3580      57.1               362        478              769
after detailed placement               3580      57.1               361        478              745
after CTS                              3580      57.1               365        478              721
after global routing                   3580      57.1               388        478              626
final                                  3580      57.1               362        478              721
[power groups by stage]
stage     clock, uW  sequential [uW]  combinational [uW]
4_1_cts           0                0                 365
5_1_grt           0                0                 388
6_report          0                0                 362
[cell type report]
cell class         instances  area [sq um]
multi-input cells        197          1480
well taps                 77          96.3
fillers                  572          2690
repair buffers           204          2000
[layer usage]
layer | share of wire (%) | GRT usage, %
met5 | 0 | 0
met4 | 2.1 | 3.26
met3 | 7.2 | 3.33
met2 | 51 | 33.2
met1 | 40 | 24.3
[cells by family (layout without fill, tap and decap cells)]
group | Yosys count | after routing | synth area share [%]
buffers and inverters | 34 | 204 | 12.6
and+or+nand+nor | 100 | 100 | 41.6
AOI/OAI and AO/OA | 97 | 97 | 45.8
[path summary, 6_finish.rpt]
path / from / end / slack (ps)
worst max-delay path: i_control[0] / o_data[2] / 720
worst min-delay path: i_data0[23] / o_data[23] / 2760
[cells in the final DEF, fill, tap and decap left out, drive strengths merged]
cell type	Yosys	final
clkdlybuf4s50	0	192
nand3b	64	64
a21oi	32	32
a221o	32	32
o22a	32	32
nand2b	30	30
buf	21	12
nor2	2	2
or2b	2	2
and2	1	1
o21a	1	1
nor3	1	1
Power and IR drop assume default switching activity.
